==> ./constraint.sdc <==
current_design axi_data_latch

set clk_period 21.6
set clk_io_pct 0.2

create_clock -name clk0 -period $clk_period [get_ports {CLK}]

set non_clock_inputs [all_inputs -no_clocks]
set_input_delay [expr $clk_period * $clk_io_pct] -clock clk0 $non_clock_inputs
set_output_delay [expr $clk_period * $clk_io_pct] -clock clk0 [all_outputs]
==> ./design.v <==
`timescale 1ns/1ns
module axi_data_latch
    ( 
            CLK,
            RESETN,
            MASTER,
            ID,
            DATA,
            LAST,
            VALID,
            READY,
            O_MASTER,
            O_ID,
            O_DATA,
            O_RESP,
            O_LAST,
            O_VALID,
            O_READY
    );
    parameter masters = 4;
    parameter id_bits = 2;
    parameter data_width = 64;
    input                   CLK;
    input                   RESETN;
    input  [masters-1:0]    MASTER;
    input  [id_bits-1:0]    ID;
    input  [data_width-1:0] DATA;
    input                   LAST;
    input                   VALID;
    output                  READY;
    output [masters-1:0]    O_MASTER;
    output [id_bits-1:0]    O_ID;
    output [data_width-1:0] O_DATA;
    output [1:0]            O_RESP;
    output                  O_LAST;
    output                  O_VALID;
    input                   O_READY;
    wire   [(masters + id_bits + data_width + 1)-1:0] fifo_in;
    wire   [(masters + id_bits + data_width + 1)-1:0] fifo_out;
    wire                    full;
    reg                     local_ready;
    reg                     send_req;
    reg    [31:0]           one  = 32'h00000001;
    reg    [31:0]           zero = 32'h00000000;
    reg                     fifo_ack;
    reg                     next;
    assign fifo_in = { MASTER, ID, DATA, LAST};
    assign READY = !full;
    assign { O_MASTER, O_ID, O_DATA, O_LAST } = fifo_out;
    bus_fifo #((masters + id_bits + data_width + 1)) fifo0 (
            .CLK            (CLK), 
            .RESET_N        (RESETN), 
            .DATA_STROBE    (VALID), 
            .DATA_IN        (fifo_in), 
            .DATA_READY     (O_VALID), 
            .DATA_OUT       (fifo_out), 
            .DATA_ACK       (O_READY), 
            .FULL           (full)
    );
endmodule
`timescale 1ns/1ns
module bus_fifo
    (
        CLK,
        RESET_N,
        DATA_STROBE,
        DATA_IN,
        DATA_READY,
        DATA_OUT,
        DATA_ACK,
        FULL
    );
    parameter width = 8;
    parameter depth = 8;
    input                 CLK;
    input                 RESET_N;
    input                 DATA_STROBE;
    input  [width-1:0]    DATA_IN;
    output                DATA_READY;
    output [width-1:0]    DATA_OUT;
    input                 DATA_ACK;
    output                FULL;
    reg    [width-1:0]    fifo_mem[(1<<depth)-1:0];
    reg    [$clog2(depth)-1:0]  input_pointer;
    reg    [$clog2(depth)-1:0]  output_pointer;
    wire                  empty;
    wire   [$clog2(depth):0]    input_pointer_plus_one;
    assign empty = (input_pointer == output_pointer) ? 1'b1 : 1'b0;
    assign FULL  = (input_pointer_plus_one == output_pointer) ? 1'b1 : 1'b0;
    assign DATA_READY = !empty;
    assign input_pointer_plus_one = input_pointer + {{$clog2(depth)-1 {1'b0}}, 1'b1};
    assign DATA_OUT = (empty) ? {width {1'b0}} : fifo_mem[output_pointer];
    always @(posedge CLK) begin
        if (!RESET_N) begin 
            input_pointer <= {$clog2(depth) {1'b0}};
            output_pointer <= {$clog2(depth) {1'b0}};
        end else begin
            if (DATA_STROBE & !FULL) begin
                fifo_mem[input_pointer] <= DATA_IN;
                input_pointer <= input_pointer + {{$clog2(depth)-1 {1'b0}}, 1'b1};
            end
            if (DATA_ACK & !empty) begin
                output_pointer <= output_pointer + {{$clog2(depth)-1 {1'b0}}, 1'b1};
            end
        end
    end
endmodule
==> ./config.mk <==
export PLATFORM = sky130hd
export DESIGN_NAME = axi_data_latch
export DESIGN_NICKNAME = axi_data_latch
export VERILOG_FILES = /design/flow/design.v
export SDC_FILE = /design/flow/constraint.sdc
export NUM_CORES = 4
export LEC_CHECK = 1
export CORE_UTILIZATION = 40
export SYNTH_MEMORY_MAX_BITS = 65536
==> ./run.sh <==
#!/bin/bash
# OpenROAD 26Q1-2900-gdf79404cd8, Yosys 0.63+post, stock flow scripts
make -C /OpenROAD-flow-scripts/flow DESIGN_CONFIG=/design/flow/config.mk WORK_HOME=/design/flow/orfs finish
==> results_slide.txt <==
Implementation Results

Detailed routing
  – Number of routed nets with antenna violations: 0
  – Starting DRT DRC Count: between 600 and 700
  – Wire per inst: about 24 um
  – Drt pass-1 iters: 4
  – Vias: ~10,000
  – DRC Markers: 0
  – Final wirelength: 45,300 um
  – Vias per cell: ~5.3

CTS
  – Num CTS Buffers: 58
  – Root Buffer Master: clkbuf_16
  – Clock latency on the worst-skew pair: around 0.6 ns
  – H-tree levels: 2
  – Clock Pin Slew Worst Setup and Hold Paths: around 0.060 ns
  – Postcts setup bufs: 0
  – Post-cts sizing count: 0
  – CTS Hold Bufs: 0
  – CTS tree: built
  – Clock sinks: just under 600
  – Longest Clk Path Bufs: 3

Synth
  – Synth cell types: 29
  – Synthesized registers: approximately 580
  – YS warnings: 4
  – Top post-synthesis cells by count: edfxtp_1, mux4_2, mux2i_1
  – Ao+oa area frac: 0.186%
  – MUX area fraction: around 18%
  – Register area share after synthesis: slightly below 80%
  – Yosys Chip Area: between 20,000 and 25,000 um^2
  – Simple-Gate Area Share: slightly below 2%
  – Synthesized area per cell: between 20 and 25 um^2
  – Post-synthesis cell area: 22,200 um^2
  – Yosys top cell area share: 76.8%
  – Dominant register cell: edfxtp_1
  – Biggest area cells: edfxtp_1, mux4_2, mux2i_1
  – EDFF count, synth: between 500 and 600
  – FFs w/ async S/R, synth: 0%
  – Gate Count Post-Synth: 967
  – Most frequent cell after synthesis: edfxtp_1
  – Main logic family: multiplexers
  – Cell type with the largest total area: edfxtp_1
  – XORs/XNORs by Area: less than 1%
  – Adder Share, Synth: less than 1%
  – # Cells Yosys: 967

Setup path
  – Critical Path Sink Type: output pin
  – Slowest-stage cell, CP: buf_4
  – Kind of critical path: reg2out
  – Setup slack, reg-to-reg: ~18 ns
  – Worst Path Max Fanout: 33
  – CP startpoint kind: flip-flop
  – Critical-path cell list: buf_4 > buf_4 > buf_4 > mux4_2 > mux2i_1 > nor2_1 > clkdlybuf4s50_1
  – CP max stage delay: roughly 0.67 ns
  – Most frequent CP cell: buf_4
  – Worst EP arrival: around 4.5 ns
  – Required @ worst endpoint: 17.28 ns

GRT
  – First-pass GRT wire length: roughly 70,000 um
  – Total global-route track usage: 18.3%
  – Global Route met1 Usage: between 20% and 30%
  – Initial antenna violation count: 7
  – Top Usage Layer GRT: met2
  – Global route overflow: 0
  – Number of global-route vias before repair: ~11,000
  – Largest net degree at the start of global routing: 107
  – Met3 Use GR: a little under an eighth
  – Grt met2 use: about 27%

Layout
  – Syn-to-layout area delta: 18.2%
  – Fill cells: approximately 4,400
  – Reg area: ~17,000 um^2
  – Logic area: 4600 um^2
  – Share of cells above drive strength 1: 21.4%
  – Non-Filler Instances: roughly 1,900

Pwr
  – Pleak: about 0.008 uW
  – Peak supply drop: a little over 0.08 mV
  – Pwr/cell area: between 100 and 150 nW/um^2

Run status
  – Outcome: finished clean

Placement
  – Port bufs: roughly 150
  – Post-DP HPWL: about 24,000 um
  – GPL Wtd Cong: approximately 0.75
  – Placed insts: approximately 1,800

Floorplanning
  – Die height: between 200 and 250 um
  – Initial Util: between 40% and 50%
  – Core box area: between 50,000 and 60,000 um^2
  – Row count: 85
  – Die area: between 50,000 and 60,000 um^2
  – Boundary pin count: about 150
  – Die Width: roughly 240 um

Min path
  – Min-delay worst type: reg2reg

Timing
  – Final hold vios: 0
  – Setup tns final: 0 ns
  – Fin crit share: 40.7%
  – Worst rel slew slack: 46.8%
  – Crit path time final: a little under 9 ns
  – Unrepaired setup endpoints after global routing: no
  – Max Clk Rate: roughly 110 MHz
  – Pins Over Slew Limit: 0
  – Clk_skew: between 0.015 and 0.02 ns
  – Setup-failing EPs final: 0
  – Slew @ Worst Pin: approximately 0.8 ns

Flow run
  – Max Cap Violations: 0
  – Log Warnings: 32
-- layer usage --
metal  up-vias  routed length, um
li1       4381                  -
met1      5177              16600
met2       559              21900
met3        66               5990
met4        12                704
met5         -                 76
-- cell type report --
class | instances | area share, %
Antenna cell | 1 | 0.00954
Clock buffer | 74 | 5.76
Clock inverter | 29 | 1.09
Inverter | 5 | 0.0716
Multi-Input combinational cell | 336 | 17.5
Sequential cell | 577 | 65.8
Tap cell | 739 | 3.53
Timing Repair Buffer | 168 | 6.26
-- registers in the layout, indices dropped and copies added (netlist names), named ones only --
signal                flops
fifo0.output_pointer      3
fifo0.fifo_mem          568
fifo0.input_pointer       3
-- power breakdown --
group	switching, uW	total [uW]	leakage [uW]	internal (uW)
logic	349	784	0.00187	435
clock network	410	952	0.000882	543
registers	29.6	1320	0.00520	1290
-- metrics by stage --
stage	hold slack, ns	setup WS [ns]	util (%)	total power, uW	area [um^2]
final	0.549	12.80	48.3	3060	26200
after global routing	0.598	12.32	48.3	3210	26200
after CTS	0.558	12.55	48.3	3110	26200
after detailed placement	0.549	13.22	45.0	2150	24400
after global placement	0.540	13.22	45.0	2150	24400
after floorplan	0.498	14.68	-	1790	22200
-- path summary, 6_finish.rpt --
| kind | start | endpoint | cells after the start |
|---|---|---|---|
| setup / recovery | flip-flop | O_DATA[20] | 7 |
| hold reg to reg | fifo0.output_pointer[1]$_SDFFE_PN0P_ | flip-flop | 2 |
| setup reg to reg | fifo0.input_pointer[2]$_SDFFE_PN0P_ | fifo0.fifo_mem[6][21]$_DFFE_PP_ | 7 |
| hold / removal | fifo0.output_pointer[1]$_SDFFE_PN0P_ | flip-flop | 2 |
-- kinds of logic after synthesis --
family                   Yosys count
buffers and inverters             55
flip-flops                       577
multiplexers                     217
other                              1
adder cells (fa/ha/maj)            7
XOR/XNOR                           5
AND/OR/NAND/NOR                   98
AND-OR/OR-AND                      7
-- placed cells by master, fill, tap and decap left out, types with 10 or more instances in the layout --
cell type	n
mux2i_1	75
nand2_1	10
buf_4	20
nor2_1	72
clkbuf_1	16
mux4_2	140
clkbuf_16	58
edfxtp_1	568
clkinv_2	13
clkdlybuf4s50_1	147
-- worst max-delay path, delay by kind of cell, from the launching register on --
| kind | cells | cell delay, ns |
|---|---|---|
| buf+inv | 4 | 2.36 |
| flops | 1 | 0.60 |
| mux | 2 | 0.78 |
| simple gates | 1 | 0.07 |
Power figures rest on the tool's default switching activity, not on a simulated workload.
