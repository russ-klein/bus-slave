==> flow/design.v <==
`timescale 1ns/1ns
module addr_gen
    ( 
        CLK,
        RESETn,
        ADDR,
        LEN,
        SIZE,
        BURST,
        START,
        NEXT,
        ADDR_OUT
    );
    parameter p_size = 4;    
    input           CLK;
    input           RESETn;
    input  [11:0]   ADDR;
    input  [7:0]    LEN;
    input  [2:0]    SIZE;
    input  [1:0]    BURST;
    input           START;
    input           NEXT;
    output [11:0]   ADDR_OUT;
    reg    [11:0]   start_address;
    reg    [11:0]   current_address;
    reg    [11:0]   bytes_per_beat;
    reg    [11:0]   number_of_beats;
    reg    [11:0]   orig_bytes_per_beat;
    reg    [11:0]   orig_number_of_beats;
    reg             fixed;
    reg             incr;
    reg             wrap;
    reg    [11:0]   total_bytes;
    reg    [11:0]   fixed_mask;
    reg    [11:0]   var_mask;
    reg    [11:0]   count;
    reg    [31:0]   one = 32'h00000001;
    assign ADDR_OUT = ((start_address & fixed_mask) | (current_address & var_mask)); 
    always @(posedge CLK) begin
        if (RESETn == 0) begin
            start_address      <= 12'h000;
            current_address    <= 12'h000;
            bytes_per_beat     <= 12'h000;
            number_of_beats    <= 12'h000;
            fixed              <= 0;
            incr               <= 0;
            wrap               <= 0;
            total_bytes        <= 12'h000;
            fixed_mask         <= 12'h000;
            var_mask           <= 12'hFFF;
            count              <= 12'h000;
        end else begin
            if (START) begin
                start_address     <= ADDR;
                current_address   <= ADDR;
                orig_bytes_per_beat    <= (1 << SIZE);
                orig_number_of_beats   <= LEN + 1;
                bytes_per_beat    <= (1 << ((SIZE > p_size) ? p_size : SIZE));
                number_of_beats   <= (LEN + one) << ((SIZE > p_size) ? SIZE - p_size : 0);
                count             <= 0;
                fixed <= (BURST == 2'b00) ? 1 : 0;
                incr  <= (BURST == 2'b01) ? 1 : 0;
                wrap  <= (BURST == 2'b10) ? 1 : 0;
                if (BURST == 2'b10) begin 
                    total_bytes <=   (LEN + 1) << SIZE;
                    var_mask   <=   ((LEN + 1) << SIZE) - 1;
                    fixed_mask <= ~(((LEN + 1) << SIZE) - 1);
                end else begin
                    total_bytes <=   (LEN + 1) << SIZE;
                    var_mask   <=    12'hFFF;
                    fixed_mask <=    12'h000;
                end
            end else begin
                if (NEXT) begin
                    count <= count + 1;
                    if ((count + 1) < number_of_beats) begin
                        if (incr || wrap) current_address <= current_address + bytes_per_beat;
                    end 
                end
            end
        end
    end   
endmodule
`timescale 1ns/1ns
module axi_addr_latch
    ( 
            CLK,
            RESETN,
            MASTER,
            ID,
            ADDR,
            LEN,
            SIZE,
            BURST,
            LOCK,
            CACHE,
            PROT,
            VALID,
            READY,
            O_MASTER,
            O_ID,
            O_ADDR,
            O_LAST,
            O_VALID,
            O_READY
    );
    parameter masters = 4;    
    parameter width = 22;     
    parameter p_size = 4;     
    input                           CLK;
    input                           RESETN;
    input  [masters-1:0]            MASTER;
    input  [7-1:0]     ID;
    input  [width-1:0]              ADDR;
    input  [8-1:0]          LEN;
    input  [3-1:0]         SIZE;
    input  [2-1:0]        BURST;
    input  [1-1:0]         LOCK;
    input  [4-1:0]        CACHE;
    input  [3-1:0]         PROT;
    input                           VALID;
    output                          READY;
    output [masters-1:0]            O_MASTER;
    output [7-1:0]     O_ID;
    output [width-1:0]              O_ADDR;
    output                          O_LAST;
    output                          O_VALID;
    input                           O_READY;
    wire   [(masters + 7 + width + 8 + 3 + 2 + 1 + 4 + 3)-1:0]        fifo_in;
    wire   [(masters + 7 + width + 8 + 3 + 2 + 1 + 4 + 3)-1:0]        fifo_out;
    wire                            full;
    wire                            cycle_ready;
    reg    [masters-1:0]            L_MASTER;
    reg    [7-1:0]     L_ID;
    reg    [width-1:0]              L_ADDR;
    reg    [8-1:0]          L_LEN;
    reg    [3-1:0]         L_SIZE;
    reg    [2-1:0]        L_BURST;
    reg    [1-1:0]         L_LOCK;
    reg    [4-1:0]        L_CACHE;
    reg    [3-1:0]         L_PROT;
    reg                             send_req;
    reg    [width-1:12]             addr_high_bits;
    reg    [11:0]                   addr_low_bits;
    reg    [(128/8)-1:0]         byte_enables;
    reg                             handling_cycle;
    reg    [4:0]                    number_of_beats;
    reg    [9:0]                    count;
    reg    [9:0]                    bytes_per_beat;
    reg                             start_of_cycle;
    reg    [31:0]                   one  = 32'h00000001;
    reg    [31:0]                   zero = 32'h00000000;
    reg                             fifo_ack;
    reg                             next;
    reg                             last;
    reg                             o_valid;
    assign fifo_in = { MASTER, ID, ADDR, LEN, SIZE, BURST, LOCK, CACHE, PROT };
    assign READY = !full;
    assign { L_MASTER, L_ID, L_ADDR, L_LEN, L_SIZE, L_BURST, L_LOCK, L_CACHE, L_PROT } = fifo_out;
    assign O_MASTER           = L_MASTER;
    assign O_ID               = L_ID;
    assign O_ADDR[width-1:12] = addr_high_bits;
    assign O_ADDR[11:0]       = addr_low_bits;
    assign O_VALID            = o_valid;
    bus_fifo #((masters + 7 + width + 8 + 3 + 2 + 1 + 4 + 3)) fifo0 (
            .CLK         (CLK), 
            .RESET_N     (RESETN), 
            .DATA_STROBE (VALID), 
            .DATA_IN     (fifo_in), 
            .DATA_READY  (cycle_ready), 
            .DATA_OUT    (fifo_out), 
            .DATA_ACK    (next & last), 
            .FULL        (full)
    );
    axi_byte_enables be0 (
            .ADDR        (addr_low_bits),
            .SIZE        (L_SIZE),
            .BE          (byte_enables)
    );
    addr_gen #(p_size) addr_gen_sram (
            .CLK         (CLK),
            .RESETn      (RESETN),
            .ADDR        (L_ADDR[11:0]), 
            .LEN         (L_LEN), 
            .SIZE        (L_SIZE), 
            .BURST       (L_BURST), 
            .START       (start_of_cycle), 
            .NEXT        (next), 
            .ADDR_OUT    (addr_low_bits)
    );
    assign last = ((count + 1 == number_of_beats) && handling_cycle) ? 1 : 0;
    assign O_LAST = last;
    always @(posedge CLK) begin
        if (!RESETN) begin
            o_valid <= 0;
            next <= 0;
        end else begin
            if (send_req) o_valid <= 1;
            if (o_valid && O_READY) begin
                o_valid <= 0;
                next <= 1;
            end
            if (next) next <= 0;
        end
    end
    always @(posedge CLK) begin
        if (!RESETN) begin
            handling_cycle <= 1'b0;
            fifo_ack <= 1'b0;
            send_req <= 1'b0;
            addr_high_bits <= {width-12 {1'b0}};
            start_of_cycle <= 1'b0;
            bytes_per_beat <= 10'b0000000000;
            number_of_beats <= 5'b00000;
            count <= zero;
            fifo_ack <= 1'b0;
            send_req <= 1'b0;
        end else begin
            if (!handling_cycle && cycle_ready) begin
                handling_cycle <= 1;
                start_of_cycle <= 1;
                addr_high_bits <= L_ADDR[width-1:12];
                bytes_per_beat <= (1 << ((L_SIZE > p_size) ? p_size : L_SIZE));
                number_of_beats <= (L_LEN + one) << ((L_SIZE > p_size) ? L_SIZE - p_size : 0);
                count <= zero;
                fifo_ack <= 1;
                send_req <= 1;
            end else begin
                start_of_cycle <= 0;
                fifo_ack <= 0;
                send_req <= 0;
            end
            if (next) begin  
               if ((count + 1) < number_of_beats) begin
                   count <= count + 1;
                   send_req <= 1;
               end else begin 
                   handling_cycle <= 0;
               end
            end
        end 
    end 
endmodule
`timescale 1ns/1ns
module axi_byte_enables
    (
        ADDR,
        SIZE,
        BE
    );
    input  [11:0]   ADDR;
    input  [2:0]    SIZE;
    output [15:0]   BE;
    reg    [15:0]   LOCAL_BE;
    assign BE = LOCAL_BE;
    always @(ADDR, SIZE) begin
    case (SIZE)
    3'b000   : begin
                 case (ADDR[3:0])
                 4'b0000  : LOCAL_BE <= 16'b0000000000000001;
                 4'b0001  : LOCAL_BE <= 16'b0000000000000010;
                 4'b0010  : LOCAL_BE <= 16'b0000000000000100;
                 4'b0011  : LOCAL_BE <= 16'b0000000000001000;
                 4'b0100  : LOCAL_BE <= 16'b0000000000010000;
                 4'b0101  : LOCAL_BE <= 16'b0000000000100000;
                 4'b0110  : LOCAL_BE <= 16'b0000000001000000;
                 4'b0111  : LOCAL_BE <= 16'b0000000010000000;
                 4'b1000  : LOCAL_BE <= 16'b0000000100000000;
                 4'b1001  : LOCAL_BE <= 16'b0000001000000000;
                 4'b1010  : LOCAL_BE <= 16'b0000010000000000;
                 4'b1011  : LOCAL_BE <= 16'b0000100000000000;
                 4'b1100  : LOCAL_BE <= 16'b0001000000000000;
                 4'b1101  : LOCAL_BE <= 16'b0010000000000000;
                 4'b1110  : LOCAL_BE <= 16'b0100000000000000;
                 4'b1111  : LOCAL_BE <= 16'b1000000000000000;
                 default  : LOCAL_BE <= 16'b1111111111111111;
                 endcase
              end
    3'b001   : begin
                 case (ADDR[3:0])
                 4'b0000  : LOCAL_BE <= 16'b0000000000000011;
                 4'b0001  : LOCAL_BE <= 16'b0000000000000110;
                 4'b0010  : LOCAL_BE <= 16'b0000000000001100;
                 4'b0011  : LOCAL_BE <= 16'b0000000000011000;
                 4'b0100  : LOCAL_BE <= 16'b0000000000110000;
                 4'b0101  : LOCAL_BE <= 16'b0000000001100000;
                 4'b0110  : LOCAL_BE <= 16'b0000000011000000;
                 4'b0111  : LOCAL_BE <= 16'b0000000110000000;
                 4'b1000  : LOCAL_BE <= 16'b0000001100000000;
                 4'b1001  : LOCAL_BE <= 16'b0000011000000000;
                 4'b1010  : LOCAL_BE <= 16'b0000110000000000;
                 4'b1011  : LOCAL_BE <= 16'b0001100000000000;
                 4'b1100  : LOCAL_BE <= 16'b0011000000000000;
                 4'b1101  : LOCAL_BE <= 16'b0110000000000000;
                 4'b1110  : LOCAL_BE <= 16'b1100000000000000;
                 4'b1111  : LOCAL_BE <= 16'b1000000000000000;
                 default  : LOCAL_BE <= 16'b1111111111111111;
                 endcase
              end
    3'b010   : begin
                 case (ADDR[3:0])
                 4'b0000  : LOCAL_BE <= 16'b0000000000001111;
                 4'b0001  : LOCAL_BE <= 16'b0000000000011110;
                 4'b0010  : LOCAL_BE <= 16'b0000000000111100;
                 4'b0011  : LOCAL_BE <= 16'b0000000001111000;
                 4'b0100  : LOCAL_BE <= 16'b0000000011110000;
                 4'b0101  : LOCAL_BE <= 16'b0000000111100000;
                 4'b0110  : LOCAL_BE <= 16'b0000001111000000;
                 4'b0111  : LOCAL_BE <= 16'b0000011110000000;
                 4'b1000  : LOCAL_BE <= 16'b0000111100000000;
                 4'b1001  : LOCAL_BE <= 16'b0001111000000000;
                 4'b1010  : LOCAL_BE <= 16'b0011110000000000;
                 4'b1011  : LOCAL_BE <= 16'b0111100000000000;
                 4'b1100  : LOCAL_BE <= 16'b1111000000000000;
                 4'b1101  : LOCAL_BE <= 16'b1110000000000000;
                 4'b1110  : LOCAL_BE <= 16'b1100000000000000;
                 4'b1111  : LOCAL_BE <= 16'b1000000000000000;
                 default  : LOCAL_BE <= 16'b1111111111111111;
                 endcase
              end
    3'b011   : begin
                 case (ADDR[3:0])
                 4'b0000  : LOCAL_BE <= 16'b0000000011111111;
                 4'b0001  : LOCAL_BE <= 16'b0000000111111110;
                 4'b0010  : LOCAL_BE <= 16'b0000001111111100;
                 4'b0011  : LOCAL_BE <= 16'b0000011111111000;
                 4'b0100  : LOCAL_BE <= 16'b0000111111110000;
                 4'b0101  : LOCAL_BE <= 16'b0001111111100000;
                 4'b0110  : LOCAL_BE <= 16'b0011111111000000;
                 4'b0111  : LOCAL_BE <= 16'b0111111110000000;
                 4'b1000  : LOCAL_BE <= 16'b1111111100000000;
                 4'b1001  : LOCAL_BE <= 16'b1111111000000000;
                 4'b1010  : LOCAL_BE <= 16'b1111110000000000;
                 4'b1011  : LOCAL_BE <= 16'b1111100000000000;
                 4'b1100  : LOCAL_BE <= 16'b1111000000000000;
                 4'b1101  : LOCAL_BE <= 16'b1110000000000000;
                 4'b1110  : LOCAL_BE <= 16'b1100000000000000;
                 4'b1111  : LOCAL_BE <= 16'b1000000000000000;
                 default  : LOCAL_BE <= 16'b1111111111111111;
                 endcase
              end
    default : begin
                 LOCAL_BE <= 16'b1111111111111111;
              end
    endcase
    end
endmodule
`timescale 1ns/1ns
module bus_fifo
    (
        CLK,
        RESET_N,
        DATA_STROBE,
        DATA_IN,
        DATA_READY,
        DATA_OUT,
        DATA_ACK,
        FULL
    );
    parameter width = 8;
    parameter depth = 8;
    input                 CLK;
    input                 RESET_N;
    input                 DATA_STROBE;
    input  [width-1:0]    DATA_IN;
    output                DATA_READY;
    output [width-1:0]    DATA_OUT;
    input                 DATA_ACK;
    output                FULL;
    reg    [width-1:0]    fifo_mem[(1<<depth)-1:0];
    reg    [$clog2(depth)-1:0]  input_pointer;
    reg    [$clog2(depth)-1:0]  output_pointer;
    wire                  empty;
    wire   [$clog2(depth):0]    input_pointer_plus_one;
    assign empty = (input_pointer == output_pointer) ? 1'b1 : 1'b0;
    assign FULL  = (input_pointer_plus_one == output_pointer) ? 1'b1 : 1'b0;
    assign DATA_READY = !empty;
    assign input_pointer_plus_one = input_pointer + {{$clog2(depth)-1 {1'b0}}, 1'b1};
    assign DATA_OUT = (empty) ? {width {1'b0}} : fifo_mem[output_pointer];
    always @(posedge CLK) begin
        if (!RESET_N) begin 
            input_pointer <= {$clog2(depth) {1'b0}};
            output_pointer <= {$clog2(depth) {1'b0}};
        end else begin
            if (DATA_STROBE & !FULL) begin
                fifo_mem[input_pointer] <= DATA_IN;
                input_pointer <= input_pointer + {{$clog2(depth)-1 {1'b0}}, 1'b1};
            end
            if (DATA_ACK & !empty) begin
                output_pointer <= output_pointer + {{$clog2(depth)-1 {1'b0}}, 1'b1};
            end
        end
    end
endmodule
==> flow/run.sh <==
#!/bin/bash
# OpenROAD 26Q1-2900-gdf79404cd8, Yosys 0.63+post, stock flow scripts
make -C /OpenROAD-flow-scripts/flow DESIGN_CONFIG=/design/flow/config.mk WORK_HOME=/design/flow/orfs finish
==> flow/config.mk <==
export PLATFORM = sky130hd
export DESIGN_NAME = axi_addr_latch
export DESIGN_NICKNAME = axi_addr_latch
export VERILOG_FILES = /design/flow/design.v
export SDC_FILE = /design/flow/constraint.sdc
export NUM_CORES = 4
export LEC_CHECK = 1
export CORE_UTILIZATION = 50
export SYNTH_MEMORY_MAX_BITS = 65536
==> flow/constraint.sdc <==
current_design axi_addr_latch

set clk_period 11.3
set clk_io_pct 0.2

create_clock -name clk0 -period $clk_period [get_ports {CLK}]

set non_clock_inputs [all_inputs -no_clocks]
set_input_delay [expr $clk_period * $clk_io_pct] -clock clk0 $non_clock_inputs
set_output_delay [expr $clk_period * $clk_io_pct] -clock clk0 [all_outputs]
==> flow_summary.toml <==
# flow metrics
[logic_synthesis]
synthDominantCellAreaShare = 0.5317
syn_avg_cell_area_um2 = 14.68
synth-main-ff-cell = "edfxtp_1"
synth_area_leader_cell = "edfxtp_1"
top_cells_by_count = "edfxtp_1 (368), dfxtp_1 (121), nor2_1 (119)"
top_cell = "edfxtp_1"
ys.flops = 489
yosysWarningCount = 5
ys_cells = 1416
ys_types = 78
netlist_area_mm2 = 0.02078
ys_area_mm2 = 0.02078
ys_seq_share = 0.6483
synthCells = 1416
ys_async_sr_fraction = 0
synth-edff-count = 368
ys_top_cells_by_area = "edfxtp_1 (53%), dfxtp_1 (12%), mux4_2 (9.0%), mux2i_1 (3.7%), nor2_1 (2.1%)"

[cts]
clk_pin_slew_ns = 0.06
clock_latency_ns = 0.61
h-tree-depth = 2
cts_tree = "built"
cts_resized = 0
cts_hold_buf = 0
cts_num_sinks = 489
cts_max_path_buffers = 3
cts_setup_buffers = 0
cts_root_buf = "clkbuf_16"
cts_buffers = 51

[place]
io_buffers = 85
post-dp-hpwl_um = 27140
gp_congestion = 0.9038

[die]
io_pins = 94
rows = 74
core_area_mm2 = 0.04092
chipArea_mm2 = 0.04238
fp_util = 0.5078
die_h_um = 205.9
fp.dieW_um = 205.9

[critical_path]
r2r_setup_slack_ns = 6.11
crit_family = "buffers and inverters"
worst-setup-path-type = "reg2out"
worstPathMaxFanout = 29
required_ns = 9.04
max_stage_delay_ns = 0.72
crit_path_end_kind = "primary output"
worstPathArrival_ns = 3.25
worst-path-buf-inv = 2
r2r_end = "addr_gen_sram.var_mask[10]$_SDFFE_PN1P_"
path_cells = "buf_4 -> mux4_2 -> mux2i_1 -> nor2_1 -> clkdlybuf4s50_1"
cp-start-kind = "flop"
slowest_stage = "dfxtp_4"
worstRegToRegCells = 11

[route]
drtIter0Drc = 858
wl_per_cell_um = 21.96
viasPerCell = 5.790
wl_um = 45540
via_count = 12010
remaining_drc_errors = 0
first_pass_iters = 7
ant_nets = 0

[sta]
fin_crit_sh = 0.4878
maxSlewHeadroom = 0.4268
rsz0062_at_grt = "false"
finalClockSkew_ns = 0.02932
min_period_ns = 5.512
tightestPinTransition_ns = 0.8532
setup_violations = 0
max_freq_mhz = 181.4
hold_viol = 0
slew_violations = 0
tns_ns = 0

[global_route]
antenna_found_initial = 3
grt_pass1_wl_um = 70300
grt_usage = 0.2454
grt_max_degree = 60
grt_overflow_total = 0
grt_pass1_vias = 12350

[hold_path]
holdCritPathClass = "reg2reg"
whs_path_depth = 2
hold_start = "addr_gen_sram.fixed_mask[2]$_SDFFE_PN0P_"
hold-path-endpoint = "addr_gen_sram.fixed_mask[2]$_SDFFE_PN0P_"

[pwr]
ir_drop_v = 0.0001510
power_density_mw_per_mm2 = 177.3
p_leak_uw = 0.007815

[status]
outcome = "complete, no violations"

[finish]
finish.utilization = 0.5792
fillers = 3173
syn2layout_area_growth_pct = 14.06
drive_above_1_share = 0.1402

[run]
warning_count = 37
maxCapViolCount = 0
-- registers in the layout, summed over array words and instances (netlist names), 3 cells and up, named ones only --
signal / count
addr_gen_sram.count: 12
number_of_beats: 5
fifo0.output_pointer: 3
addr_high_bits: 10
count: 10
addr_gen_sram.bytes_per_beat: 8
addr_gen_sram.current_address: 12
addr_gen_sram.number_of_beats: 12
addr_gen_sram.start_address: 12
fifo0.fifo_mem: 368
addr_gen_sram.var_mask: 12
addr_gen_sram.fixed_mask: 12
fifo0.input_pointer: 3
-- metrics by stage --
stage	power [uW]	hold slack [ns]	cell area (um^2)	cells	worst slack, ns
2_1_floorplan	2448	0.4225	20780	1416	6.368
3_3_place_gp	2659	0.4366	22140	1982	6.105
3_5_place_dp	2663	0.4402	22140	1982	6.108
4_1_cts	4240	0.4497	23700	2073	5.668
5_1_grt	4380	0.4743	23700	2073	5.560
6_report	4202	0.4531	23710	2074	5.788
-- layout by cell type (no fill, tap or decap), types with 8 or more instances in the layout --
| master | n |
|---|---|
| clkinv_1 | 10 |
| inv_1 | 38 |
| nand2_1 | 72 |
| clkdlybuf4s50_1 | 85 |
| o21ai_0 | 44 |
| nor2b_1 | 8 |
| xor2_1 | 25 |
| nor2_1 | 118 |
| a211oi_1 | 23 |
| o211ai_1 | 8 |
| or3_1 | 9 |
| a22o_1 | 13 |
| buf_4 | 24 |
| nor3_1 | 11 |
| a22oi_1 | 15 |
| o21a_1 | 17 |
| mux2i_1 | 77 |
| mux4_2 | 83 |
| edfxtp_1 | 368 |
| and3_1 | 22 |
| xnor2_1 | 21 |
| ha_1 | 35 |
| clkbuf_1 | 18 |
| clkbuf_16 | 52 |
| nand4_1 | 11 |
| dfxtp_1 | 117 |
| a21oi_1 | 50 |
| a31oi_1 | 12 |
| o221a_2 | 9 |
| nand3_1 | 38 |
-- logic make-up after synthesis --
kind of cell	share of synthesized area
multiplexers	0.1311
buffers and inverters	0.02474
adder cells (fa/ha/maj)	0.02203
XOR/XNOR	0.02071
AND/OR/NAND/NOR	0.07604
flip-flops	0.6483
AND-OR/OR-AND	0.07712
-- worst register-to-register path, cell delays in order (launching register included) --
cell and delay, ns:
dfxtp_4 0.62, buf_4 0.68, buf_4 0.66, mux4_2 0.47, mux2i_1 0.49, nor4_2 0.12
xnor2_1 0.48, o211ai_1 0.34, o211ai_1 0.56, nor4_4 0.11, and3_1 0.21, or3_1 0.33
-- power by group --
part | internal, uW | switching [uW] | leakage, uW | total, uW
Combinational | 229 | 352 | 0.00275 | 581
Clock | 900 | 673 | 0.000752 | 1570
Sequential | 2010 | 36.6 | 0.00431 | 2050
-- final cells by class --
cell class              count  area (um^2)  share of cell area
diodes                      1        2.502           0.0001056
clock buffers              71         1383             0.05832
clock inverters            20        183.9            0.007759
inverters                  39        146.4            0.006175
multi-input cells         813         6808              0.2872
flip-flops and latches    489        13490              0.5689
well taps                 532        665.6             0.02808
repair buffers            109         1031             0.04349
-- routing by layer --
| layer | part of all wire | wire [um] | vias to the layer above | GRT usage |
|---|---|---|---|---|
| met2 | 0.46 | 20780 | 468 | 0.3454 |
| met1 | 0.42 | 19060 | 5825 | 0.3911 |
| li1 | - | - | 5644 | - |
| met4 | 0.024 | 1080 | 4 | 0.05147 |
| met3 | 0.10 | 4591 | 67 | 0.1139 |
| met5 | 0.00055 | 25 | - | 0 |
-- worst max-delay path by stage --
stage	endpoint	slack, ns	cells after the start
CTS	O_ID[0]	5.67	5
global route	O_ID[0]	5.56	5
finish	O_ID[0]	5.79	5
Power is estimated from default activity; no workload was simulated.
