**flow/config.mk**
```make
export PLATFORM = sky130hd
export DESIGN_NAME = ready_gen
export DESIGN_NICKNAME = ready_gen
export VERILOG_FILES = /design/flow/design.v
export SDC_FILE = /design/flow/constraint.sdc
export NUM_CORES = 4
export LEC_CHECK = 1
export CORE_AREA = 10 10 80 80
export DIE_AREA = 0 0 90 90
```
**flow/constraint.sdc**
```tcl
current_design ready_gen

set clk_period 4.7
set clk_io_pct 0.2

create_clock -name clk0 -period $clk_period [get_ports {CLK}]

set non_clock_inputs [all_inputs -no_clocks]
set_input_delay [expr $clk_period * $clk_io_pct] -clock clk0 $non_clock_inputs
set_output_delay [expr $clk_period * $clk_io_pct] -clock clk0 [all_outputs]
```
**flow/design.v**
```verilog
`timescale 1ns/1ns
module ready_gen 
    ( 
        CLK,
        RESETn,
        STROBE,
        READY
    );
    parameter waits = 5;
    input CLK;
    input RESETn;
    input STROBE;
    output READY;
    reg   [11:0]    counter;
    reg   [31:0]    zero = 32'h00000000;
    reg   [31:0]    one = 32'h00000001;
    reg             local_ready;
    assign READY = (waits == 0) ? STROBE: local_ready;
    always @(posedge CLK) begin
        if (RESETn == 0) begin
            counter <= zero;
            local_ready <= 0;
        end else begin
            if (!STROBE) begin
                counter <= zero;
                local_ready <= 0;
            end else if (counter > 0) begin
                counter <= counter - one;
                if ((counter - one) == 0) local_ready <= 1;
            end else begin 
                local_ready <= 0;
                if (STROBE) begin
                    counter <= waits;
                end
            end
        end
    end
endmodule
```
**flow/run.sh**
```bash
#!/bin/bash
# OpenROAD 26Q1-2900-gdf79404cd8, Yosys 0.63+post, stock flow scripts
make -C /OpenROAD-flow-scripts/flow DESIGN_CONFIG=/design/flow/config.mk WORK_HOME=/design/flow/orfs finish
```
==> results_dict.tcl <==
# metrics dict for downstream scripts
set metrics [dict create \
    cts_setup_buffers 0 \
    skew_ns 0.00352 \
    ys_area_sq_um 648 \
    crit_arrival_ns 1.01 \
    synthesis.instances 74 \
    worst_slack_ns 2.75 \
    maxCapViolCount 0 \
    drc 0 \
    cts.sinks 13 \
    status "completed" \
    die_y_um 90 \
    p_leak_nw 0.286 \
    pwr-share-clk 0.198 \
    rows 25 \
    maxSlewHeadroom 0.634 \
    tns_ns 0 \
    ys_ff 13 \
    yosys.area.top_type_share 0.402 \
    avgViaCountPerCell 3.59 \
    drive_gt1_frac 0.103 \
    comb_power_share 0.439 \
    place_ws_ns 2.52 \
    cts.repair.resized 0 \
    ys_warn_count 1 \
    cts_buffers 3 \
    antenna_cells 0 \
    first_pass_iters 4 \
    avgRoutedWirePerCell_um 8.39 \
    whs_ns 0.487 \
    drtAntennaViolNets 0 \
    min_period_ns 1.95 \
    fmax_ghz 0.512 \
    ir_worst_vdd_mv 0.120 \
    syn_to_final_growth_pct 22.4 \
    p_sw_uw 193 \
    hold_viol_final 0 \
    initial_core_util 0.137 \
    placed_cells 141 \
    ys_types 26 \
    clock.latency.late_pin_ns 0.24 \
    syn_area_per_cell_sq_um 8.76 \
    power_frac_seq 0.363 \
    intPower_uw 300 \
    cpPeakStageDelay_ns 0.46 \
    hold_buffers 0 \
    path_cells "clkdlybuf4s50_1" \
    cts_tree "yes" \
    slew_violations 0 \
    post_layout_nonfiller_instances 145 \
    gp_congestion 0.768 \
    port_buffers 3 \
    startpoint_type "register" \
    cp.required_ns 3.76 \
    p_sw_frac 0.392 \
    dpl.hpwl_um 854 \
    crit_type "register to primary output" \
    power_density_nw_per_um2 621 \
    ys_cells 74 \
    cp_slowest_cell "clkdlybuf4s50_1" \
    fp.dieW_um 90 \
    design.core.area_sq_um 4720 \
    netlist_area_sq_um 648 \
    fp.dieArea_sq_um 8100 \
    overflow 0 \
    grt_pass1_vias 467 \
    cts.clk_slew.worst_paths_ns 0.05 \
    grt_pass1_wl_um 2010 \
    fillers 517 \
    yosysTopAreaCell "dfxtp_1" \
    period_used_share 0.416 \
    clockBufferDepth 2 \
    worst_pin_slew_ns 0.548 \
    ys_seq_frac 0.402 \
    crit_buf_inv 1 \
    wirelength_um 1220 \
    clock-root-buffer "clkbuf_8" \
    fin_total_pwr_uw 493 \
    ff_latch_area_sq_um 260 \
    cp_top_family "buffers and inverters" \
    openroad.warnings 27 \
    synthTopCellsByArea "dfxtp_1, nor2_1, ha_1, xnor2_1, xor2_1" \
    grt_max_degree 12 \
    track_usage 0.0290 \
    ios 4 \
    hold_class "register to register" \
    setup_viol 0 \
    crit_path_max_fanout 2 \
    drt_first_iter_violations 34 \
    cp-end-kind "primary output" \
    rsz0062_at_grt "false" \
    antenna_found_initial 0 \
    cts-htree-levels 1 \
    logic_area_sq_um 367 \
    vias 520 \
]
[final timing paths]
| check | startpoint | end | slack (ns) | cells past startpoint |
|---|---|---|---|---|
| max | local_ready$_SDFFE_PN0N_ | READY | 2.75 | 1 |
| min | local_ready$_SDFFE_PN0N_ | local_ready$_SDFFE_PN0N_ | 0.49 | 2 |
| min reg2reg | local_ready$_SDFFE_PN0N_ | local_ready$_SDFFE_PN0N_ | 0.49 | 2 |
| max reg2reg | counter[0]$_SDFF_PN0_ | local_ready$_SDFFE_PN0N_ | 2.89 | 6 |
[power by group through the flow]
stage | logic [mW] | clock network [mW] | registers [mW]
5_1_grt | 0.245 | 0.105 | 0.184
6_report | 0.217 | 0.0974 | 0.179
4_1_cts | 0.218 | 0.101 | 0.178
[registers in the layout, summed over array words and instances (netlist names)]
| name | cells |
|---|---|
| local_ready | 1 |
| counter | 12 |
[synthesized netlist by cell type]
master,instances
xnor2_1,4
nor4_2,2
or4_1,1
clkbuf_1,1
nand2_1,4
nand3_1,3
or2_2,1
o31ai_1,1
nor4_1,3
a21oi_1,3
nor2_1,15
nand4_1,3
or3_1,1
dfxtp_1,13
mux2i_1,1
xor2_1,4
ha_1,3
nor3b_1,1
o21ai_0,1
nand4b_1,1
buf_2,2
o21ai_1,1
nor3b_2,1
inv_1,2
o31ai_2,1
and3_1,1
[cell families after synthesis]
kind of cell / count (synthesis) / synth area share
XOR/XNOR: 8 / 0.108
buffers and inverters: 5 / 0.0328
flip-flops: 13 / 0.402
adder cells (fa/ha/maj): 3 / 0.0579
AND/OR/NAND/NOR: 37 / 0.315
AND-OR/OR-AND: 7 / 0.0695
multiplexers: 1 / 0.0154
[per-layer routing]
layer,wire (um),global-route usage,vias to the layer above,part of all wire
met2,498,0.0424,18,0.41
met3,97,0.0142,2,0.080
li1,-,-,266,-
met5,0,0,-,0
met4,20,0.00928,0,0.016
met1,601,0.0365,234,0.49
[cells in the final DEF, fill, tap and decap left out, types with 2 or more instances in the layout]
cell type / n
a21oi_1: 3
clkbuf_8: 3
clkdlybuf4s50_1: 3
dfxtp_1: 13
ha_1: 3
inv_1: 2
nand2_1: 4
nand3_1: 3
nand4_1: 3
nor2_1: 15
nor4_1: 3
nor4_2: 2
xnor2_1: 4
xor2_1: 4
[per-stage QoR]
stage          area [sq um]   util
3_3_place_gp            748  0.158
4_1_cts                 793  0.168
2_1_floorplan           648      -
5_1_grt                 793  0.168
3_5_place_dp            748  0.158
6_report                793  0.168
[area by class of cell]
type | count | area share
multi-input combinational | 56 | 0.462
sequential | 13 | 0.328
tap | 67 | 0.106
clock buffer | 4 | 0.0568
timing repair buffer | 3 | 0.0379
inverter | 2 | 0.00946
Power figures rest on the tool's default switching activity, not on a simulated workload.
